### run.sh
#!/bin/bash
# OpenROAD 26Q1-2900-gdf79404cd8, Yosys 0.63+post, stock flow scripts
make -C /OpenROAD-flow-scripts/flow DESIGN_CONFIG=/design/flow/config.mk WORK_HOME=/design/flow/orfs finish
### config.mk
export PLATFORM = sky130hd
export DESIGN_NAME = ex
export DESIGN_NICKNAME = ex
export VERILOG_FILES = /design/flow/design.v
export SDC_FILE = /design/flow/constraint.sdc
export NUM_CORES = 4
export LEC_CHECK = 1
export CORE_UTILIZATION = 50
### constraint.sdc
current_design ex

set clk_period 17.4
set clk_io_pct 0.2

create_clock -name clk0 -period $clk_period

set non_clock_inputs [all_inputs -no_clocks]
set_input_delay [expr $clk_period * $clk_io_pct] -clock clk0 $non_clock_inputs
set_output_delay [expr $clk_period * $clk_io_pct] -clock clk0 [all_outputs]
### design.v
module ex (
    input  wire [31:0] pc_i,         
    input  wire                wmem_en_i,
    input  wire                rmem_en_i,
    input  wire [  6:0] opcode_i,
    input  wire [  2:0] funct3_i,
    input  wire [  6:0] funct7_i,
    input  wire [     31:0] imm_i,        
    input  wire                wreg_en_i,
    input  wire [ 4:0] wreg_addr_i,
    input  wire [ 31:0] rs1_data_i,
    input  wire [ 31:0] rs2_data_i,
    output wire               wmem_en_o,
    output wire               rmem_en_o,
    output wire [31:0] mem_addr_o,
    output wire [ 2:0] funct3_o,
    output wire               wreg_en_o,
    output wire [4:0] wreg_addr_o,
    output wire [31:0] wreg_data_o
);
    reg  [31:0] wreg_data_r;
    wire [31:0] data2;            
    wire [        4:0] shift_num;
    wire               exe_sub;          
    wire               exe_shift_arith;  
    wire [31:0] result_sum;   
    wire [31:0] result_sl;    
    wire [31:0] result_slt;   
    wire [31:0] result_sltu;  
    wire [31:0] result_xor;   
    wire [31:0] result_sr;    
    wire [31:0] result_or;    
    wire [31:0] result_and;   
    assign wmem_en_o    = wmem_en_i;
    assign rmem_en_o    = rmem_en_i;
    assign mem_addr_o   = rs1_data_i + imm_i;
    assign funct3_o     = funct3_i;
    assign wreg_en_o    = wreg_en_i;
    assign wreg_addr_o  = wreg_addr_i;
    assign wreg_data_o  = wreg_data_r;
    assign data2 = opcode_i[5] ? rs2_data_i : imm_i;
    assign shift_num = data2[4:0];
    assign exe_sub = funct7_i[5] & opcode_i[5];
    assign exe_shift_arith = funct7_i[5];
    assign result_sum   = rs1_data_i + (({32{exe_sub}} ^ data2) + exe_sub);
    assign result_sl    = rs1_data_i << shift_num;
    assign result_slt   = rs1_data_i[32 - 1] ^ data2[32 - 1] ? rs1_data_i[32 - 1] : rs1_data_i[32 - 2:0] < data2[32 - 2:0];
    assign result_sltu  = rs1_data_i < data2;
    assign result_xor   = rs1_data_i ^ data2;
    assign result_sr    = (rs1_data_i >> shift_num) | ({32{exe_shift_arith & rs1_data_i[32 - 1]}} << (32 - shift_num));
    assign result_or    = rs1_data_i | data2;
    assign result_and   = rs1_data_i & data2;
    always @ (*) begin
        case (opcode_i)
            7'b0110111: begin
                wreg_data_r = {imm_i[19:0], {12{1'b0}}};
            end
            7'b0010111: begin
                wreg_data_r = {pc_i[31:12] + imm_i[19:0], pc_i[11:0]};
            end
            7'b1101111: begin
                wreg_data_r = pc_i + 4;
            end
            7'b1100111: begin
                wreg_data_r = pc_i + 4;
            end
            7'b1100011: begin
                wreg_data_r = 32'h00000000;
            end
            7'b0000011: begin
                wreg_data_r = 32'h00000000;
            end
            7'b0100011: begin
                wreg_data_r = rs2_data_i;  
            end
            7'b0010011: begin
                case (funct3_i)
                    3'b000: begin
                        wreg_data_r = result_sum;
                    end
                    3'b001: begin
                        wreg_data_r = result_sl;
                    end
                    3'b010: begin
                        wreg_data_r = result_slt;
                    end
                    3'b011: begin
                        wreg_data_r = result_sltu;
                    end
                    3'b100: begin
                        wreg_data_r = result_xor;
                    end
                    3'b101: begin
                        wreg_data_r = result_sr;
                    end
                    3'b110: begin
                        wreg_data_r = result_or;
                    end
                    3'b111: begin
                        wreg_data_r = result_and;
                    end
                    default: begin
                        wreg_data_r = 32'h00000000;
                    end
                endcase
            end
            7'b0110011: begin
                case (funct3_i)
                    3'b000: begin
                        wreg_data_r = result_sum;
                    end
                    3'b001: begin
                        wreg_data_r = result_sl;
                    end
                    3'b010: begin
                        wreg_data_r = result_slt;
                    end
                    3'b011: begin
                        wreg_data_r = result_sltu;
                    end
                    3'b100: begin
                        wreg_data_r = result_xor;
                    end
                    3'b101: begin
                        wreg_data_r = result_sr;
                    end
                    3'b110: begin
                        wreg_data_r = result_or;
                    end
                    3'b111: begin
                        wreg_data_r = result_and;
                    end
                    default: begin
                        wreg_data_r = 32'h00000000;
                    end
                endcase
            end
            7'b0001111: begin
                wreg_data_r = 32'h00000000;  
            end
            7'b1110011: begin
                wreg_data_r = 32'h00000000;  
            end
            default: begin
                wreg_data_r = 32'h00000000;
            end
        endcase
    end
endmodule  
==> run notes <==
## Outcome
- finished, final reports clean — result of the run

## Flow run
- 0 — # Max-Cap Violations
- 107 — tool warning count

## Synth
- 0% — Synth Seq Share
- 1,853 — cell count listed in synth_stat.txt
- 12,600 sq um — Cell Area, Synth
- 12,600 sq um — summed standard-cell area reported by yosys
- 1 — count of warnings emitted by yosys
- 6.81 sq um — Post-Synthesis Mean Instance Area
- 81 — number of distinct standard cells referenced by the synthesized netlist
- 1,853 — instance tally after logic synthesis

## Detailed routing
- 0 — Diodes inserted
- 57.8 mm — wire length reported by the detailed router
- 25.0 um — WL/cell
- 6.62 — per-cell via count in the routed design
- 0 — post-detailed-route DRC marker count
- 15,300 — via total after detailed routing
- 0 — post-route antenna net violation count
- 7 — number of detailed-route iterations in the first pass
- 1,809 — DR iter-0 viols

## Power
- 0.546 mW — total power draw
- 36.8 nW/um^2 — power density of the placed cells
- 0.0282 mV — worst supply voltage drop on vdd
- 6.50 nW — LEAKAGE

## Timing
- 5610 ps — post-route worst setup slack
- 37.9% — Max-slew headroom
- false — RSZ-0062 raised after global routing
- 0 — final-report max-slew violation count
- 0 — setup-violating endpoint count in the final report
- 6960 ps — final hold slack
- 11,790 ps — Period minus WS final
- 0 ps — Final TNS setup
- 0 — count of endpoints failing hold in the final timing report
- 0.0848 GHz — achievable clock frequency
- 908 ps — transition time of the tightest slew-check pin
- 67.8% — Period Utilization, post-route

## Cells and area
- 0 — Clock Buffer Count
- 2,312 — final instance count without filler cells
- 0 — FFs & Latches
- 14,900 sq um — fin area
- 60.6% — final core area utilization
- 3.62% — fraction of layout cells with a size suffix above 1
- 17.8% — Layout area overhead
- 0 sq um — footprint of the flip-flops and latches

## Die
- 51.4% — Core Density at Floorplan
- 161 um — width of the chip
- 25,900 sq um — chip area
- 161 um — vertical extent of the die
- 228 — number of I/O pins
- 57 — count of standard-cell rows
- 24,500 sq um — CORE AREA

## Worst hold path
- rmem_en_i — worst hold path startpoint
- input pin to output pin — worst hold-check path type
- 0 — Cells on Worst Hold Path
- rmem_en_o — Hold Path Sink

## GRT
- 85.5 mm — first-pass GRT wire length
- 69 — largest net degree at the start of global routing
- 13,700 — number of global-route vias before repair
- 0 — antenna violations before repair
- 44.3% — overall global routing resource usage
- 0 — global route total overflow

## Critical path
- output pin — kind of end point of the critical path
- sky130_fd_sc_hd__clkdlybuf4s50_1 — Slowest cell on crit path
- 8310 ps — Arr. time, crit path
- 830 ps — delay of the slowest critical-path stage
- buffers and inverters — largest delay contributor family on the critical path
- sky130_fd_sc_hd__o21ai_1 — crit-path most repeated cell
- input pin — startpoint type of the worst setup path
- 13,920 ps — CP required
- input pin to output pin — critical path start-end classification
- clkdlybuf4s50_1 > mux2i_4 > buf_4 > inv_2 > buf_4 > mux4_2 > nand2_1 > o21ai_1 > o21ai_1 > o22ai_1 > a211oi_1 > o21ai_1 > clkdlybuf4s50_1 — cell breakdown of the critical path
- 5 — buffers and inverters on the worst path
- 29 — largest driver fanout on the critical path

## Place
- 206 — number of buffers inserted by port buffering
- 14,900 sq um — cell area after placement
- 1.06 — routability congestion estimate from global placement
- 2,312 — dpl cells
- 45.7 mm — HPWL Detailed
- 5810 ps — worst-case setup slack after placement

## Clock tree
- 0 — post-CTS setup buffer count
- 0 — CTS hold repair buffers
- 0 — Post-CTS Resized

synth_stat cells, drive strengths merged (18+ instances only):
cell type	count	area, sq um
ha	182	2280
nor2	181	679
o21ai	179	896
a21oi	172	865
mux2i	166	1710
nand2	156	586
inv	96	360
xnor2	92	821
clkbuf	62	233
buf	47	279
a21o	40	300
nand3	40	200
o211ai	33	248
xor2	33	289
nor3	31	160
a31oi	22	138
a222oi	21	210
and3	21	131
nand2b	20	125
o21bai	20	150
a211oi	19	143
nor2b	18	113
power by group:
part	leakage (nW)	internal [mW]	switching [mW]
registers	0	0	0
clock network	0	0	0
logic	6.50	0.226	0.321
total	6.50	0.226	0.321
placed cells by master, fill, tap and decap left out, types with 18 or more instances in the layout:
master / n
sky130_fd_sc_hd__nor3_1: 30
sky130_fd_sc_hd__o21bai_1: 20
sky130_fd_sc_hd__a21o_1: 40
sky130_fd_sc_hd__nor2b_1: 18
sky130_fd_sc_hd__clkdlybuf4s50_1: 203
sky130_fd_sc_hd__a31oi_1: 22
sky130_fd_sc_hd__o211ai_1: 33
sky130_fd_sc_hd__a211oi_1: 19
sky130_fd_sc_hd__xnor2_1: 90
sky130_fd_sc_hd__inv_1: 92
sky130_fd_sc_hd__nand2_1: 156
sky130_fd_sc_hd__nor2_1: 181
sky130_fd_sc_hd__o21ai_1: 46
sky130_fd_sc_hd__nand3_1: 40
sky130_fd_sc_hd__nand2b_1: 20
sky130_fd_sc_hd__o21ai_0: 133
sky130_fd_sc_hd__ha_1: 182
sky130_fd_sc_hd__a21oi_1: 171
sky130_fd_sc_hd__a222oi_1: 21
sky130_fd_sc_hd__xor2_1: 33
sky130_fd_sc_hd__buf_4: 39
sky130_fd_sc_hd__mux2i_1: 161
sky130_fd_sc_hd__and3_1: 21
cells by family after synthesis:
kind of cell / after synthesis / share of synthesized area, %
adder cells (fa/ha/maj): 185 / 18.5
buffers and inverters: 205 / 6.91
multiplexers: 174 / 14.5
AND-OR/OR-AND: 636 / 32.1
XOR/XNOR: 125 / 8.80
AND/OR/NAND/NOR: 528 / 19.1
final cells by class:
| cell class | instances | area [sq um] |
|---|---|---|
| Tap cell | 324 | 405 |
| Multi-Input combinational cell | 1648 | 11800 |
| Fill cell | 2225 | 9670 |
| Timing Repair Buffer | 244 | 2330 |
| Inverter | 96 | 360 |
how the worst max path moves through the flow:
| stage | end | slack (ps) | cells after the start | start |
|---|---|---|---|---|
| global route | wreg_data_o[26] | 5520 | 14 | imm_i[1] |
| finish | wreg_data_o[18] | 5610 | 13 | imm_i[1] |
| CTS | wreg_data_o[18] | 5790 | 13 | imm_i[1] |
layer usage:
metal | routed length [um] | global-route usage (%)
met1 | 23300 | 61.1
met2 | 25500 | 69.3
met3 | 6170 | 6.98
met4 | 2770 | 16.8
met5 | 0 | 0
No activity file was given, so power comes from the tool's default toggle rates.

[/design/flow/config.mk]
export PLATFORM = sky130hd
export DESIGN_NAME = id
export DESIGN_NICKNAME = id
export VERILOG_FILES = /design/flow/design.v
export SDC_FILE = /design/flow/constraint.sdc
export NUM_CORES = 4
export LEC_CHECK = 1
export CORE_AREA = 10 10 210 210
export DIE_AREA = 0 0 220 220
[/design/flow/constraint.sdc]
current_design id

set clk_period 34.2
set clk_io_pct 0.2

create_clock -name clk0 -period $clk_period

set non_clock_inputs [all_inputs -no_clocks]
set_input_delay [expr $clk_period * $clk_io_pct] -clock clk0 $non_clock_inputs
set_output_delay [expr $clk_period * $clk_io_pct] -clock clk0 [all_outputs]
[/design/flow/design.v]
 module id (
     input  wire                rst_n,
     input  wire [31:0] pc_i,
     input  wire [    31:0] inst_i,
     input  wire                ex_wreg_en_i,
     input  wire [ 4:0] ex_wreg_addr_i,
     input  wire [ 31:0] ex_wreg_data_i,
     input  wire                mem_wreg_en_i,
     input  wire [ 4:0] mem_wreg_addr_i,
     input  wire [ 31:0] mem_wreg_data_i,
     input  wire                wb_wreg_en_i,
     input  wire [ 4:0] wb_wreg_addr_i,
     input  wire [ 31:0] wb_wreg_data_i,
     input  wire [ 31:0] rs1_data_i,
     input  wire [ 31:0] rs2_data_i,
     output wire                branch_o,
     output wire [31:0] pc2pcreg_o,
     output wire [31:0] pc2ex_o,
     output wire                wmem_en_o,
     output wire                rmem_en_o,
     output wire [  6:0] opcode_o,
     output wire [  2:0] funct3_o,
     output wire [  6:0] funct7_o,
     output wire [     31:0] imm_o,
     output wire                wreg_en_o,
     output wire [ 4:0] wreg_addr_o,
     output wire [ 4:0] rs1_addr_o,
     output wire [ 31:0] rs1_data_o,
     output wire [ 4:0] rs2_addr_o,
     output wire [ 31:0] rs2_data_o
 );
     wire       inst_type_R;
     wire       inst_type_I;
     wire       inst_type_S;
     wire       inst_type_B;
     wire       inst_type_U;
     wire       inst_type_J;
     wire       inst_branch;
     wire       inst_load;
     wire       inst_store;
     wire       inst_alu_imm;
     wire       inst_alu_reg;
     wire       inst_lui;
     wire       inst_auipc;
     wire       inst_jal;
     wire       inst_jalr;
     wire       rs1_lt_rs2;
     wire       rs1_ltu_rs2;
     wire       rs1_eq_rs2;
     wire       rs1_ltu_rs2_exclude_msb;
     wire       rs_diff_signed;
     assign inst_branch  = opcode_o[6:2] == 5'b11000;
     assign inst_load    = opcode_o[6:2] == 5'b00000;
     assign inst_store   = opcode_o[6:2] == 5'b01000;
     assign inst_alu_imm = opcode_o[6:2] == 5'b00100;
     assign inst_alu_reg = opcode_o[6:2] == 5'b01100;
     assign inst_lui     = opcode_o[6:2] == 5'b01101;
     assign inst_auipc   = opcode_o[6:2] == 5'b00101;
     assign inst_jal     = opcode_o[6:2] == 5'b11011;
     assign inst_jalr    = opcode_o[6:2] == 5'b11001;
     assign inst_type_R = inst_alu_reg;
     assign inst_type_I = inst_alu_imm | inst_load;
     assign inst_type_S = inst_store;
     assign inst_type_B = inst_branch;
     assign inst_type_U = inst_lui | inst_auipc;
     assign inst_type_J = inst_jal;
     assign opcode_o     = inst_i[ 6: 0];
     assign wreg_addr_o  = inst_i[11: 7];
     assign rs1_addr_o   = inst_i[19:15];
     assign rs2_addr_o   = inst_i[24:20];
     assign funct3_o     = inst_i[14:12];
     assign funct7_o     = inst_i[31:25];
     assign imm_o        = {32{inst_type_I}} & {{20{inst_i[31]}}, inst_i[31:20]} |
                           {32{inst_type_S}} & {{20{inst_i[31]}}, inst_i[31:25], inst_i[11:7]} |
                           {32{inst_type_B}} & {{20{inst_i[31]}}, inst_i[7], inst_i[30:25], inst_i[11:8], 1'b0} |
                           {32{inst_type_U}} & {{12{inst_i[31]}}, inst_i[31:12]} |
                           {32{inst_type_J}} & {{12{inst_i[31]}}, inst_i[19:12], inst_i[20], inst_i[30:21], 1'b0};
     assign wreg_en_o   = inst_type_R | inst_type_I | inst_type_U | inst_type_J;
     assign rs1_data_o  = (ex_wreg_en_i && ex_wreg_addr_i == rs1_addr_o)   ? ex_wreg_data_i  :
                          (mem_wreg_en_i && mem_wreg_addr_i == rs1_addr_o) ? mem_wreg_data_i :
                          (wb_wreg_en_i && wb_wreg_addr_i == rs1_addr_o)   ? wb_wreg_data_i  :
                          rs1_data_i;
     assign rs2_data_o  = (ex_wreg_en_i && ex_wreg_addr_i == rs2_addr_o)   ? ex_wreg_data_i  :
                          (mem_wreg_en_i && mem_wreg_addr_i == rs2_addr_o) ? mem_wreg_data_i :
                          (wb_wreg_en_i && wb_wreg_addr_i == rs2_addr_o)   ? wb_wreg_data_i  :
                          rs2_data_i;
     assign wmem_en_o   = inst_type_S;
     assign rmem_en_o   = inst_load;
     assign pc2pcreg_o = {{32{inst_type_B | inst_jal}}} & (pc_i + imm_o) |
                         {{32{inst_jalr}}}              & (imm_o + rs1_data_o);
     assign pc2ex_o = pc_i;
     assign rs_diff_signed = rs1_data_o[32-1] ^ rs2_data_o[32-1];
     assign rs1_ltu_rs2_exclude_msb = rs1_data_o[32-2:0] < rs2_data_o[32-2:0];
     assign rs1_ltu_rs2 = rs_diff_signed ? rs2_data_o[32-1] : rs1_ltu_rs2_exclude_msb;
     assign rs1_lt_rs2  = rs_diff_signed ? rs1_data_o[32-1] : rs1_ltu_rs2_exclude_msb;
     assign rs1_eq_rs2  = rs1_data_o == rs2_data_o;
     assign branch_o = inst_branch & ( ~funct3_o[2] & ~funct3_o[1] & (funct3_o[0] ^ rs1_eq_rs2) |
                                        funct3_o[2] & ~funct3_o[1] & (funct3_o[0] ^ rs1_lt_rs2) |
                                        funct3_o[2] &  funct3_o[1] & (funct3_o[0] ^ rs1_ltu_rs2)) | inst_jal | inst_jalr;
 endmodule  
[/design/flow/run.sh]
#!/bin/bash
# OpenROAD 26Q1-2900-gdf79404cd8, Yosys 0.63+post, stock flow scripts
make -C /OpenROAD-flow-scripts/flow DESIGN_CONFIG=/design/flow/config.mk WORK_HOME=/design/flow/orfs finish
==> impl_metrics.toml <==
# implementation run metrics
[setup_path]
path_max_fanout = 28
startpoint_type = "input port"
critPathRequiredTime_ns = 27.36
cp_data_arrival_time_ns = 13.15
slowest_delay_ns = 0.65
worst_setup_path_end_kind = "output port"
cp_cell_sequence = "clkdlybuf4s50_1 -> xnor2_1 -> nand4_2 -> nor2_4 -> buf_4 -> mux2i_1 -> a211oi_1 -> a21oi_1 -> inv_1 -> ha_1 -> fa_1 -> a21oi_1 -> o22ai_1 -> o41ai_1 -> a21oi_1 -> o31ai_1 -> a32oi_1 -> nand3_1 -> a21oi_1 -> a31oi_1 -> xor2_1 -> o22ai_1 -> clkdlybuf4s50_1"
cp_common_cell = "a21oi_1"
worst_path_max_delay_cell = "clkdlybuf4s50_1"
worst-setup-path-type = "in2out"

[global_routing]
grt_overflow = 0
grt_max_degree = 65
grt.total_usage_pct = 16.4
grt_pass1_wl_um = 59500
antenna_found_initial = 0
grt_pass1_vias = 9206

[yosys]
yosysCellCount = 1071
top_area_cell = "ha_1"
netlist_area_um2 = 7440
synth_top_area_share_pct = 15.1
yosysWarnings = 0
yosys-stat-area_um2 = 7440
top_cell = "nor2_1"
synth_cell_types = 68
avgSynthCellArea_um2 = 6.94
yosys.stat.seqShare_pct = 0
syn-instance-count = 1071
synth.area.top_cells = "ha_1 15%, a21o_1 8.5%, mux2i_1 7.8%"
common_cells = "93 x nor2_1, 90 x ha_1, 84 x a21o_1, 75 x buf_4, 69 x a21oi_1"

[routing]
insertedDiodeCount = 0
routed_wl_um = 41700
drt_first_pass_iters = 5
vias = 9219
wl_per_cell_um = 21.8
remaining_drc_errors = 0
viasPerCell = 4.82
postRouteAntennaNets = 0
drt_iter0_markers = 502

[final_timing]
fin_crit_ns = 19.99
grt_setup_unrepaired = "no"
fmax_mhz = 50.0
final-hold-violation-count = 0
drv_slew = 0
period_used_pct = 58.4
setup_viol = 0
fin_tns_setup_ns = 0
relSlewSlack_pct = 38.4
worstMarginPinSlew_ns = 0.918
setup_ws_ns = 14.21

[floorplanning]
core-area_um2 = 39600
die_w_um = 220
initial_core_util_pct = 18.8
rows = 73
chipArea_um2 = 48400
io_pins = 439
die_h_um = 220

[place]
gp_congestion = 0.987
dpl-instance-area_um2 = 11800
dp_hpwl_um = 36400
post-place-ws_ns = 14.25
port_buffers = 434

[power_and_ir_drop]
pwr-share-seq_pct = 0
vdd_drop_max_uv = 6.14
p_leak_nw = 4.93
comb_power_share_pct = 100.0
swShare_pct = 46.1
switchingPower_mw = 0.0758
total_power_mw = 0.164
power_density_nw_per_um2 = 14.0
clkPwrFrac_pct = 0
p_int_mw = 0.0885

[clock_network]
cts-resized-gates = 0
post-cts-setup-buffers = 0
ctsHoldBuffers = 0

[layout]
seq_area_um2 = 0
design.seq.count = 0
nClkBuffers = 0
drive_gt1_share_pct = 2.02
syn2layout_area_growth_pct = 58.4
stdcell_area_um2 = 11800

[run]
log.warning_count = 33
cap_violations = 0

[worst_hold_path]
hp-class = "in2out"
holdCritStartpoint = "inst_i[0]"
min_to = "opcode_o[0]"
min_path_cells = 0

[outcome]
status = "finished, final reports clean"
## cell usage in the layout, fill, tap and decap left out, drive strengths merged, types with 3 or more instances in the layout
cell type and count:
clkdlybuf4s50 434, nor2 93, ha 90, a21o 84, a21oi 69, a211oi 64
inv 60, mux2i 58, nand2 54, xnor2 53, xor2 35, o21ai 35
o22ai 24, nand3 19, nor3 17, and3 15, or3 13, nor2b 12
buf 12, nand4 11, and2 10, a22o 10, nand2b 9, a221o 9
nor4 7, o31ai 7, or2 6, o21bai 6, o211ai 6, a311oi 5
a31oi 4, a222oi 4, a311o 4, o21a 4, a2111oi 4, a31o 4
and4 3, o2111ai 3, o41ai 3
## per-layer routing
metal | vias up | share of wire [%] | GRT usage [%]
li1 | 4578 | - | -
met1 | 4225 | 41 | 20.0
met2 | 396 | 49 | 28.8
met3 | 20 | 9.2 | 4.83
met4 | 0 | 0.94 | 1.57
met5 | - | 0 | 0
## kinds of logic (layout without fill, tap and decap cells)
logic type | count (synthesis) | after routing | share of synthesized area (%)
adders and majority gates | 93 | 93 | 15.8
and+or+nand+nor | 276 | 276 | 18.0
xor gates and xnor gates | 88 | 88 | 10.4
muxes | 58 | 58 | 7.81
buffers and inverters | 188 | 506 | 13.3
AOI/OAI and AO/OA | 368 | 368 | 34.6
## power by group through the flow
stage | Sequential, mW | Clock [mW] | Combinational [mW]
finish | 0 | 0 | 0.164
CTS | 0 | 0 | 0.167
global route | 0 | 0 | 0.181
## worst max-delay path by stage
stage,end,startpoint,slack [ns],cells after the start
finish,pc2pcreg_o[30],inst_i[15],14.21,23
CTS,pc2pcreg_o[24],inst_i[15],14.20,22
global route,pc2pcreg_o[30],inst_i[15],13.63,23
## cell type report
| cell class | instances | area [µm²] |
|---|---|---|
| repair buffers | 446 | 4430 |
| multi-input cells | 883 | 6460 |
| inverters | 60 | 225 |
| well taps | 525 | 657 |
| fillers | 4276 | 27900 |
## stage by stage
stage / utilization [%] / hold WS, ns / cells
finish: 29.7 / 13.68 / 1914
global placement: 29.7 / 13.68 / 1914
CTS: 29.7 / 13.68 / 1914
global route: 29.7 / 13.68 / 1914
detailed placement: 29.7 / 13.68 / 1914
floorplan: - / 13.69 / 1071
## worst max-delay path, delay by kind of cell
family	cells	cell delay [ns]
simple gates	3	0.57
mux	1	0.25
compound gates	11	2.60
fa+ha+maj	2	0.70
buf+inv	4	1.77
xor+xnor	2	0.40
Power figures rest on the tool's default switching activity, not on a simulated workload.
